--- design/flow/run.sh ---
#!/bin/bash
# OpenROAD 26Q1-2900-gdf79404cd8, Yosys 0.63+post, stock flow scripts
make -C /OpenROAD-flow-scripts/flow DESIGN_CONFIG=/design/flow/config.mk WORK_HOME=/design/flow/orfs finish
--- design/flow/config.mk ---
export PLATFORM = sky130hd
export DESIGN_NAME = Data_mem
export DESIGN_NICKNAME = Data_mem
export VERILOG_FILES = /design/flow/design.v
export SDC_FILE = /design/flow/constraint.sdc
export NUM_CORES = 4
export LEC_CHECK = 1
export CORE_UTILIZATION = 40
export SYNTH_MEMORY_MAX_BITS = 65536
--- design/flow/constraint.sdc ---
current_design Data_mem

set clk_period 52.6
set clk_io_pct 0.2

create_clock -name clk0 -period $clk_period [get_ports {clk}]

set non_clock_inputs [all_inputs -no_clocks]
set_input_delay [expr $clk_period * $clk_io_pct] -clock clk0 $non_clock_inputs
set_output_delay [expr $clk_period * $clk_io_pct] -clock clk0 [all_outputs]
--- design/flow/design.v ---
`timescale 1ns / 1ps
module Data_mem(
              input clk , we,
              input [31:0] a ,wd,
              output [31:0] rd
    );
     reg [31:0] RAM [0:255] ;
       always @(posedge clk)
       if(we) RAM[a] <= wd;
       assign rd = RAM[a];
endmodule
==> impl_metrics.toml <==
# implementation run metrics
[floorplanning]
coreArea_mm2 = 0.7683
rows = 322
die_w_um = 880.0
die_y_um = 880.0
die_area_mm2 = 0.7744
fp-utilization_pct = 40.14
ios = 98

[setup_path]
path_class = "in -> out"
crit_required_ns = 42.08
worstPathArrival_ns = 19.75
cp_max_fo = 60
start_kind = "input pin"
endpoint_kind = "primary output"

[drt]
post-route-drc-count = 0
drt_iter0_markers = 8746
drt_wl_total_mm = 840.1
drtAntennaViolNets = 0
viasPerCell = 5.782
detailedRoute.firstPassIterationCount = 7
via_count = 143599
avgRoutedWirePerCell_um = 33.83

[timing]
rsz0062_at_grt = "no"
worstMarginPinSlew_ns = 1.359
max_slew_margin_pct = 8.218
finalSetupViolations = 0
min_period_over_period_pct = 57.55
fin_crit_ns = 30.27
hold_violations = 0
final_max_slew_viol_count = 0
clock.fmax_mhz = 33.04
tns_ns = 0
holdWs_ns = 9.653
fin_ws_ns = 22.33

[hold_path]
worstHoldPathCells = 1
hp-class = "in -> reg"
min_from = "wd[23]"
hold_path_end = "RAM[2][23]$_DFFE_PP_"

[grt]
grt-busiest-layer = "met2"
grt_pass1_wl_mm = 1181
antenna_found_initial = 32
grt_pass1_vias = 159401
met2_usage_pct = 33.81
use_met3_pct = 22.22
grt.total_usage_pct = 24.03
grt_util_met1_pct = 26.06
grt_max_degree = 97
overflow = 0

[synthesis]
ys.flops = 8192
synth_chip_area_mm2 = 0.3084
synthCells = 13055
ys_async_sr_fraction_pct = 0
top_cell_area_share_pct = 79.77
yosys_cells = 13055
top_area_cell = "edfxtp_1"
netlist_area_mm2 = 0.3084
common_cells = "edfxtp_1, mux4_2, a22oi_1"
ys_top_cells_by_area = "edfxtp_1, mux4_2, a22oi_1, a21oi_1, clkbuf_1"
synth-edff-count = 8192
top_cell = "edfxtp_1"
ys_types = 21
ys_seq_share_pct = 79.77
yosys_warnings = 1
flop_cell = "edfxtp_1"
syn_area_per_cell_um2 = 23.62

[finish]
area_delta_synth_final_pct = 14.46
largest_reg_flops = 8192
nFillCells = 61682
final_core_util_pct = 45.94
top_regs = "RAM (8192)"
drive_above_1_share_pct = 29.49
regMostFlops = "RAM"

[clock_network]
cts-resized-gates = 0
htreeDepth = 6
cts_sinks = 8192
clock_path_buffers = 4
ctsHoldBuffers = 0
cts_made_buffers = 798
cts_root_buf = "clkbuf_16"
postCtsSetupRepairBufs = 0
cts_tree = "yes"
clk_pin_slew_worst_paths_ns = 0.06

[job]
max-cap-violations = 0
tool_warnings = 50

[power_and_ir_drop]
p_per_area_mw_per_mm2 = 37.69
peakVddDrop_v = 0.00003864
leakagePower_nw = 106.9

[place]
gp_congestion = 0.8901
pre_cts_ws_ns = 22.43
portBuffers = 73
dp_hpwl_mm = 476.6

[outcome]
status = "complete, no violations"
routing by layer:
layer	part of all wire [%]	up-vias
li1	-	58716
met1	29	73353
met2	46	10166
met3	21	1318
met4	4.3	46
met5	0.33	-
report_power, final:
group	internal (mW)	switching [mW]	total [mW]	leakage [nW]
registers	7.20	0.00278	7.20	73.6
clock network	3.03	2.43	5.46	12.1
logic	0.211	0.432	0.643	21.2
total	10.4	2.87	13.3	107
cells by family (layout without fill, tap and decap cells):
logic type      Yosys count  in the layout  synth area share (%)
simple gates            354            354                0.4897
mux                    2048           2048                 14.96
flops                  8192           8192                 79.77
compound gates         1664           1664                 3.688
buf+inv                 797           2346                 1.090
other cells               0             24                     0
cell type report:
class	instances	area, um^2	area share (%)
diodes	24	60.06	0.01702
clock buffers	1021	20930	5.931
clock inverters	429	3979	1.127
inverters	1	3.754	0.001064
multi-input cells	4066	61930	17.55
flip-flops and latches	8192	246000	69.70
well taps	10206	12770	3.618
repair buffers	895	7272	2.060
worst max-delay path by stage:
stage,startpoint,end,depth (start not counted)
CTS,a[0],rd[9],15
global route,a[0],rd[9],15
finish,a[0],rd[9],15
through the flow:
stage / area [um^2] / total power, mW / std cells
finish: 352900 / 13.30 / 24834
global route: 352900 / 13.66 / 24820
CTS: 352900 / 13.39 / 24810
detailed placement: 328000 / 7.980 / 23360
global placement: 328000 / 7.972 / 23360
floorplan: 308400 / 7.640 / 13055
layout by cell type (no fill, tap or decap), types with 32 or more instances in the layout:
cell type	n
bufinv_16	43
a22oi_1	1024
a21oi_1	512
o41ai_2	75
clkinv_16	32
o41ai_1	39
edfxtp_1	8192
buf_4	808
nor2_4	228
clkdlybuf4s50_1	39
clkbuf_16	804
clkinv_1	215
buf_8	32
nand4_1	32
mux4_2	2048
clkbuf_1	217
clkinv_2	111
worst max-delay path: stages:
cell             delay (ns)
buf_16                 0.32
buf_4                  0.67
buf_4                  0.57
buf_4                  0.61
buf_4                  0.60
buf_4                  0.66
buf_4                  0.59
buf_4                  0.68
buf_4                  0.60
mux4_2                 0.57
a22oi_1                0.28
a21oi_1                0.27
o41ai_1                1.22
nand4_1                0.70
clkdlybuf4s50_1        0.61
No activity file was given, so power comes from the tool's default toggle rates.
