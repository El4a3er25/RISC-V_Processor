`design.v`:
```
`timescale 1ns / 1ps
module Data_path(input clk , reset,
                 input [2:0] alucontrol,
                 input regwrite,
                 input pcsrc, alusrc,
                 input [1:0] immsrc , resultsrc,
                 input [31:0] instr,readdata,
                 output zero , 
                 output [31:0] writedata,
                 output reg [31:0] pc = 0 ,
                 output reg [31:0] aluresult 
    );
    reg [31:0] immext;
    always @(*)
    begin
         casex(immsrc)
           2'b00: immext = {{20{instr[31]}}, instr[31:20]};  
            2'b01: immext = {{20{instr[31]}}, instr[31:25], instr[11:7]};  
            2'b10: immext = {{20{instr[31]}}, instr[7], instr[30:25], instr[11:8], 1'b0};  
            2'b11: immext = {{12{instr[31]}}, instr[19:12], instr[20], instr[30:21], 1'b0};  
          endcase
    end
    wire [4:0] a1, a2, wa3;
    wire [31:0] wd3 ;
    wire [31:0] rd1; 
    reg [31:0] ram [31:0];
    always @(posedge clk )
         if(regwrite) ram[wa3] <= wd3 ;   
    assign rd1 = (a1 != 0)? ram[a1] : 0,
           writedata = (a2 != 0)? ram[a2] : 0;
    assign a1 = instr[19:15], 
           a2 = instr[24:20],
           wa3 = instr[11:7];
           wire [31:0] srcb;
            always @(*)
            begin
                    case(alucontrol)
                        3'b000: aluresult = rd1+srcb;
                        3'b001: aluresult = rd1-srcb;
                        3'b011: aluresult = rd1| srcb;
                        3'b010: aluresult = rd1& srcb;
                        3'b101: aluresult = (rd1<srcb)? 1:0;
                    endcase
            end  
            assign zero = aluresult == 32'd0;
             wire [31:0] pcplus4 , pctarget;
             wire [31:0] pcnext;
             always @(posedge clk , negedge reset)
             begin                
                 if(!reset) 
                 pc <=0;
                 else  
                 pc <= pcnext;                    
                 end    
                 assign pcplus4 = pc +4,
                        pctarget = pc + immext; 
        wire [31:0] result;   
        assign pcnext = (pcsrc)? pctarget : pcplus4,
           srcb = (alusrc)? immext : writedata,
           result = (resultsrc[1])? pcplus4 : (resultsrc[0]? readdata : aluresult); 
            assign wd3 = result;       
endmodule
```
`constraint.sdc`:
```
current_design Data_path

set clk_period 12.2
set clk_io_pct 0.2

create_clock -name clk0 -period $clk_period [get_ports {clk}]

set non_clock_inputs [all_inputs -no_clocks]
set_input_delay [expr $clk_period * $clk_io_pct] -clock clk0 $non_clock_inputs
set_output_delay [expr $clk_period * $clk_io_pct] -clock clk0 [all_outputs]
```
`config.mk`:
```
export PLATFORM = sky130hd
export DESIGN_NAME = Data_path
export DESIGN_NICKNAME = Data_path
export VERILOG_FILES = /design/flow/design.v
export SDC_FILE = /design/flow/constraint.sdc
export NUM_CORES = 4
export LEC_CHECK = 1
export CORE_UTILIZATION = 50
```
`run.sh`:
```
#!/bin/bash
# OpenROAD 26Q1-2900-gdf79404cd8, Yosys 0.63+post, stock flow scripts
make -C /OpenROAD-flow-scripts/flow DESIGN_CONFIG=/design/flow/config.mk WORK_HOME=/design/flow/orfs finish
```
==> results_slide.txt <==
Physical Implementation Snapshot

Clock network
  • TritonCTS clock tree: done
  • Max clock buf depth: 3
  • Post-CTS Setup Inserts: 0
  • CTS Hold Bufs: 0
  • CTS Buf Count: 111
  • Clk slew on worst S/H paths: 60 ps
  • CTS resizes: 0
  • Latency at later pin: 710 ps
  • H-tree depth: 3
  • CTS root buf: clkbuf_16

Worst setup path
  • Critical path depth in cells: 8
  • Worst Setup End Kind: output pin
  • FF-to-FF End: ram[9][26]
  • Worst Path Required: 9760 ps
  • CP bufs+invs: 4
  • R2R depth: 9
  • Max FO, Critical Path: 48
  • FF-to-FF Start: pc[2]
  • CP top delay family: buffers and inverters
  • Slowest cell on crit path: buf_4
  • Reg2Reg Setup Slack: 8440 ps
  • Worst Setup Start Kind: input pin
  • CP arrival: 6090 ps
  • Worst-path cell chain: buf_8, buf_4, buf_4, mux4_2, mux4_2, mux2i_1, nor2_1, clkdlybuf4s50_1
  • Max incr delay on CP: 650 ps
  • Critical path class: in -> out

Timing
  • Smallest hold slack: 680.4 ps
  • Worst-margin pin slew: 958.8 ps
  • Final period utilization: 69.95%
  • Endpoints left unconstrained: 65
  • Slew Viols, Final: 0
  • Tmin final: 8534 ps
  • RSZ-0062 raised after global routing: no
  • Worst setup margin: 3666 ps
  • Worst slew margin: 35.93%
  • Clk_skew: 29.85 ps
  • Final setup violation count: 0
  • Fmax: 117.2 MHz
  • Register pins left without a clock: 32
  • Hold Fails Final Rpt: 0
  • TNS Setup: 0 ps

Synth
  • Synth warn: 1
  • Adder share: 2.896%
  • Largest logic family: multiplexers
  • Post-Synth XOR/XNOR Area: 0.7633%
  • Cell area leaders: edfxtp_1 54%, mux4_2 25%, ha_1 2.8%
  • Async SR Flop Fraction: 2.941%
  • Distinct lib cells: 84
  • # Cells Yosys: 3488
  • Post-Syn Instances: 3488
  • Aoi share: 6.765%
  • Flip-flops with a built-in enable: 1024
  • Chip area estimate from yosys synthesis: 0.05737 sq mm
  • Area share, top type: 53.60%
  • MUX area fraction: 26.38%
  • Synth Cell Area: 0.05737 sq mm
  • Syn avg cell area: 16.45 sq um
  • Basic Gates by Area: 4.528%
  • Largest area contributor in the synthesized netlist: edfxtp_1
  • Flops out of synthesis: 1088
  • Main synth FF type: edfxtp_1

Floorplanning
  • I/O pin count: 173
  • Die width: 340.7 microns
  • Chip area: 0.1161 sq mm
  • Row count: 123
  • DIE HEIGHT: 340.7 microns
  • Core Util at FP: 50.72%
  • Core Box Area: 0.1131 sq mm

Worst hold path
  • Worst min-delay path startpoint: pc[0]
  • Hold Path Class: reg -> reg
  • Hold depth: 1
  • Hold EP: pc[0]

Cells and area
  • Fin util: 57.35%
  • Finished layout cell area: 0.06487 sq mm
  • Flip-flop and latch area: 0.03203 sq mm
  • Layout cells sized above 1: 28.14%
  • Synthesis-to-layout area growth: 13.08%
  • Logic area: 0.02409 sq mm
  • Non-Filler Instances: 5245
  • Fillers: 8409

Power and ir drop
  • Cell Pwr Density: 160.5 mW/mm^2
  • Final Power: 10.41 mW
  • Worst VDD drop: 0.1416 mV
  • Leakage Power: 21.62 nW

Global routing
  • Initial antenna violation count: 3
  • Overflow after GRT: 0
  • First-pass GRT wire length: 260000 microns
  • Pin count of the biggest net entering global routing: 92
  • Vias in the first global route: 38070
  • GRT Util Overall: 35.09%

Placement
  • HPWL Detailed: 113400 microns
  • Inst Count DP: 5037
  • Post-place setup slack: 3529 ps
  • IO Port Bufs: 165
  • Placed cell areas: 0.06117 sq mm
  • Final RePlAce weighted congestion: 1.054

Route
  • Routed via count: 34760
  • Post-route ant nets: 0
  • DR DRC count: 0
  • Drt first-iter violations: 2238
  • First-pass iteration count of the detailed router: 7
  • Wirelength per Cell: 34.17 microns
  • Routed Wire Length: 179200 microns
  • Antenna Cells: 0
  • Avg Vias per Cell: 6.627

Flow run
  • Tool Warnings: 97
  • Max Cap Violations: 0

Status
  • Outcome: complete, no violations
-- synth_stat cells (18+ instances only) --
cell,number
buf_2,54
buf_1,33
inv_1,144
a31oi_1,23
nor2b_1,37
nor4_1,21
a211oi_1,36
xor2_1,22
nor3_1,27
nand3_1,27
edfxtp_1,1024
o22ai_1,25
ha_1,128
mux2i_1,54
a21boi_0,18
a21o_1,44
dfrtp_1,32
nand2b_1,46
xnor2_1,28
clkbuf_1,135
o21a_1,31
o21ai_0,86
dlxtn_1,32
a21oi_1,158
mux4_2,640
nor2_1,167
nand2_1,126
-- worst max-delay path by stage --
stage             start            end  slack [ps]
CTS           instr[20]  writedata[19]        3540
global route  instr[20]  writedata[19]        3360
finish        instr[20]  writedata[19]        3670
-- per-layer routing --
metal	wire length [microns]	track usage [%]	vias to the layer above
met5	473	3.391	-
met4	6018	9.043	14
met3	31450	25.56	343
met2	87480	52.33	2222
met1	53800	42.00	17420
li1	-	-	14760
-- cell usage in the layout (no fill, tap or decap), types with 32 or more instances in the layout --
master,instances
clkbuf_16,113
o21ai_0,72
nand2_1,126
nor2b_1,37
a211oi_1,36
a21oi_1,140
nor2_4,33
mux4_2,640
dlxtn_1,32
inv_1,144
nand2b_1,46
edfxtp_1,1024
ha_1,128
dfrtp_1,32
clkdlybuf4s50_1,151
buf_4,123
nor2_1,132
a21o_1,44
mux2i_1,54
-- power breakdown --
| part | switching, mW | internal, mW |
|---|---|---|
| combinational | 1.49 | 0.968 |
| sequential | 0.140 | 4.37 |
| clock | 1.42 | 2.03 |
-- cell type report --
| class | instances | share of cell area [%] |
|---|---|---|
| clock inverters | 72 | 1.205 |
| well taps | 1500 | 2.893 |
| inverters | 152 | 0.8795 |
| multi-input cells | 2009 | 37.13 |
| clock buffers | 136 | 4.492 |
| flip-flops and latches | 1088 | 49.38 |
| repair buffers | 288 | 4.025 |
-- registers in the layout (all words and copies together) (netlist names) --
register	count
aluresult	32
pc	32
ram	1024
-- worst register-to-register path, stage by stage (launching register included) --
cell and delay (ps):
dfrtp_1 650, ha_1 300, inv_1 100, or4_1 620, nor3_1 580, nand3_1 180, xnor2_1 520, nand2_1 140
o21ai_2 90, buf_4 330
-- cells by family after synthesis --
group / after synthesis
multiplexers: 710
adder cells (fa/ha/maj): 131
latches: 32
AND-OR/OR-AND: 584
flip-flops: 1056
AND/OR/NAND/NOR: 534
buffers and inverters: 391
XOR/XNOR: 50
Power figures rest on the tool's default switching activity, not on a simulated workload.
